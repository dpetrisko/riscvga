## design.v

```verilog
package rvga_types;
typedef logic [127:0] rvga_cacheline;
typedef logic [31:0] rvga_word;
typedef logic [15:0] rvga_short;
typedef logic [7:0] rvga_byte;
typedef logic [4:0] rvga_reg;
typedef logic unsigned [6:0] rvga_funct7;
typedef logic unsigned [2:0] rvga_funct3;
typedef logic unsigned [3:0] rvga_wmask;
typedef logic unsigned [6:0] rvga_opcode;
typedef enum logic[6:0] {
    e_rvga_opcode_err     = 7'b0000000
    , e_rvga_opcode_lui   = 7'b0110111
    , e_rvga_opcode_auipc = 7'b0010111
    , e_rvga_opcode_jal   = 7'b1101111
    , e_rvga_opcode_jalr  = 7'b1100111
    , e_rvga_opcode_br    = 7'b1100011
    , e_rvga_opcode_ld    = 7'b0000011
    , e_rvga_opcode_st    = 7'b0100011
    , e_rvga_opcode_imm   = 7'b0010011
    , e_rvga_opcode_reg   = 7'b0110011
    , e_rvga_opcode_fence = 7'b0001111
    , e_rvga_opcode_misc  = 7'b1110011
} rvga_opcode_e;
typedef logic[2:0] rvga_inst_type;
typedef enum logic[2:0] {
    e_rvga_inst_type_e = 3'b000
    , e_rvga_inst_type_r = 3'b001
    , e_rvga_inst_type_i = 3'b010
    , e_rvga_inst_type_s = 3'b011
    , e_rvga_inst_type_b = 3'b100
    , e_rvga_inst_type_u = 3'b101
    , e_rvga_inst_type_j = 3'b110
} rvga_inst_type_e;
typedef logic[2:0] rvga_artop;
typedef enum logic[2:0] {
    e_rvga_artop_addsub  = 3'b000
    , e_rvga_artop_sll   = 3'b001 
    , e_rvga_artop_slt   = 3'b010
    , e_rvga_artop_sltu  = 3'b011
    , e_rvga_artop_xor   = 3'b100
    , e_rvga_artop_srx   = 3'b101
    , e_rvga_artop_or    = 3'b110
    , e_rvga_artop_and   = 3'b111
} rvga_artop_e;
typedef logic[2:0] rvga_brop;
typedef enum logic[2:0] {
    e_rvga_brop_beq    = 3'b000
    , e_rvga_brop_bne  = 3'b001
    , e_rvga_brop_blt  = 3'b100
    , e_rvga_brop_bge  = 3'b101
    , e_rvga_brop_bltu = 3'b110
    , e_rvga_brop_bgeu = 3'b111
} rvga_brop_e;
typedef logic[2:0] rvga_ldop;
typedef enum logic[2:0] {
    e_rvga_ldop_lb    = 3'b000
    , e_rvga_ldop_lh  = 3'b001
    , e_rvga_ldop_lw  = 3'b010
    , e_rvga_ldop_lbu = 3'b100
    , e_rvga_ldop_lhu = 3'b101
} rvga_ldop_e;
typedef logic[2:0] rvga_strop;
typedef enum logic[2:0] {
    e_rvga_strop_sb   = 3'b000
    , e_rvga_strop_sh = 3'b001
    , e_rvga_strop_sw = 3'b010
} rvga_strop_e;
typedef struct packed {
  rvga_word pc;
  rvga_opcode opcode;
  rvga_inst_type inst_type;
  rvga_reg rs1;
  rvga_reg rs2;
  rvga_reg rd;
  rvga_funct3 funct3;
  rvga_funct7 funct7;
  logic v;
  logic br_v;
  logic rd_w_v;
  logic imm_v;
  logic dmem_r_v;
  logic dmem_w_v;
  logic addpc_v;
  logic jmp_v;
  logic shift_v;
} rvga_cword;
typedef struct packed {
  rvga_word imm_data;
  rvga_word rs1_data;
  rvga_word rs2_data;
  rvga_word alu_result;
  rvga_word ld_result;
} rvga_dword;
endpackage
module dff #(parameter width_p = 1
             , parameter reset_val_p = 0)
  ( input logic clk_i
    , input logic rst_i
    , input logic[width_p-1:0] i
    , input logic w_v_i
    , output logic[width_p-1:0] o
    );
logic[width_p-1:0] data_r, data_n;
always_comb begin
  data_n = i;
  o = data_r;
end
always_ff @(posedge clk_i) begin
  if (rst_i) begin
    data_r <= reset_val_p;
  end else if(w_v_i) begin
    data_r <= data_n;
  end else begin
    data_r <= data_r;
  end
end
endmodule : dff
import rvga_types::*;
module ifid_latch
  (input logic clk_i
   , input logic rst_i
   , input logic stall_v_i
   , input logic bubble_v_i
   , input rvga_word inst_pc_i
   , input rvga_word inst_i
   , output logic inst_v_o
   , output rvga_word inst_pc_o
   , output rvga_word inst_o
   );
rvga_word inst_pc_r;
rvga_word inst_r;
logic inst_v_r;
   dff #(.width_p($bits(rvga_word))
         )
 inst_pc(.clk_i(clk_i)
         ,.rst_i(rst_i)
         ,.i(inst_pc_i)
         ,.w_v_i(~(stall_v_i || bubble_v_i))
         ,.o(inst_pc_r)
         );
   dff #(.width_p($bits(rvga_word))
         )
    inst(.clk_i(clk_i)
         ,.rst_i(rst_i)
         ,.i(inst_i)
         ,.w_v_i(~(stall_v_i || bubble_v_i))
         ,.o(inst_r)
         );
   dff #(.width_p($bits(logic))
         )
  inst_v(.clk_i(clk_i)
         ,.rst_i(rst_i)
         ,.i(~bubble_v_i)
         ,.w_v_i(~(stall_v_i || bubble_v_i))
         ,.o(inst_v_r)
         );
always_comb begin
    inst_v_o = inst_v_r;
    inst_pc_o = inst_pc_r;
    inst_o = inst_r;
end
endmodule : ifid_latch
```

## run.sh

```bash
#!/bin/bash
# OpenROAD 26Q1-2900-gdf79404cd8, Yosys 0.63+post, stock flow scripts
make -C /OpenROAD-flow-scripts/flow DESIGN_CONFIG=/design/flow/config.mk WORK_HOME=/design/flow/orfs finish
```

## config.mk

```make
export PLATFORM = sky130hd
export DESIGN_NAME = ifid_latch
export DESIGN_NICKNAME = ifid_latch
export VERILOG_FILES = /design/flow/design.v
export SDC_FILE = /design/flow/constraint.sdc
export NUM_CORES = 4
export LEC_CHECK = 1
export CORE_UTILIZATION = 40
export SYNTH_HDL_FRONTEND = slang
```

## constraint.sdc

```tcl
current_design ifid_latch

set clk_period 2.7
set clk_io_pct 0.2

create_clock -name clk0 -period $clk_period [get_ports {clk_i}]

set non_clock_inputs [all_inputs -no_clocks]
set_input_delay [expr $clk_period * $clk_io_pct] -clock clk0 $non_clock_inputs
set_output_delay [expr $clk_period * $clk_io_pct] -clock clk0 [all_outputs]
```

==> metrics.csv <==
stage;metric;value;unit
floorplan;fp.dieH;84.41;um
global_routing;grt_max_degree;130;
floorplan;design.core.area;6459;um2
sta;rsz0062_at_grt;no;
setup_path;worstPathCellList;clkdlybuf4s50_1;
setup_path;cp_max_fo;2;
sta;worst_slew_margin_rel;50.16;%
placement;pre_cts_ws;848.1;ps
global_routing;grt_pass1_vias;2258;
final_layout;drive_gt1_share;5.583;%
floorplan;io_pins;133;
sta;hold_violations;0;
yosys;synth-simple-area-share;20.77;%
power_and_ir_drop;power_density;519.8;nW/um2
final_layout;lay_top_cells;clkdlybuf4s50_1 (129), dfxtp_1 (65), or3b_1 (64), a21oi_1 (64), o21ai_0 (61);
global_routing;overflow;0;
yosys;synth.largest_area_cell;dfxtp_1;
final_layout;fill_cells;530;
yosys;yosys-stat-area;2716;um2
cts;cts.hold.buffers_added;0;
yosys;logic_family;AND-OR/OR-AND gates;
global_routing;antenna_found_initial;0;
min_path;worstHoldEndpoint;inst_pc.o[24];
floorplan;num_rows;29;
run;max_cap_viol_count;0;
sta;setup-tns-final;0;ps
placement;place_congestion;0.7464;
setup_path;startpoint_type;flop;
status;status;finished clean;
drt;diodes;0;
global_routing;grt_pass1_wl;10.89;mm
sta;finalCritPeriodShare;63.04;%
power_and_ir_drop;ir_drop;0.3785;mV
power_and_ir_drop;finalPower;2.177;mW
drt;viasPerCell;5.162;
run;warning_count;28;
setup_path;required;2160;ps
cts;clkSlewWorstSetupHoldPaths;70;ps
sta;tightest_slew;747.6;ps
final_layout;comb_area;1215;um2
yosys;postSynthSeqShare;47.90;%
sta;drv_slew;0;
final_layout;lay_top_count;clkdlybuf4s50_1;
setup_path;cpLargestDelayFamily;buffers and inverters;
yosys;xor_share;0;%
sta;fin_crit;1702;ps
sta;worst_slack;997.9;ps
drt;routedWlPerCell;13.56;um
drt;drtPass1Iterations;22;
global_routing;grt_usage;19.32;%
power_and_ir_drop;p_leak;1.457;nW
setup_path;r2r_start;inst.o[10];
yosys;synthAdderAreaFrac;0;%
cts;cts_root_buf;clkbuf_8;
cts;cts_tree;yes;
setup_path;slowest_delay;500;ps
floorplan;initial_core_util;42.06;%
yosys;top_area_share;47.90;%
yosys;netlist_instances;294;
setup_path;worst_r2r_path_depth;2;
yosys;synth.yosys.warnings;0;
min_path;hold_depth;2;
yosys;ys_types;12;
drt;antenna_left;0;
cts;cts_buffer_depth;2;
yosys;synthesis.area;2716;um2
cts;htreeDepth;3;
sta;fin_skew;0;ps
min_path;hold_path_class;reg2reg;
yosys;synth.cellmix.compoundShare;23.95;%
cts;insertion_delay;320;ps
setup_path;crit_buf_inv;1;
min_path;hold_start;inst_pc.o[24];
cts;cts.repair.resized;0;
cts;numCtsBuffers;9;
drt;via_count;2524;
cts;clkSinkCount;65;
final_layout;area_growth;54.21;%
sta;clock.fmax;0.5875;GHz
setup_path;r2r_slack;2040;ps
sta;setup_violations;0;
yosys;ys_ff;65;
floorplan;die_x;84.41;um
placement;detailedPlacementHpwl;4.091;mm
floorplan;dieArea;7124;um2
yosys;synth.avg_cell_area;9.239;um2
yosys;mux_area_share;0;%
setup_path;r2r_end;inst.o[10];
drt;drt-initial-drc-count;124;
yosys;ys_cells;294;
final_layout;seq_area;1301;um2
placement;portBuffers;132;
setup_path;crit_path_end_kind;primary output;
yosys;area_leaders;dfxtp_1 (48%), or3b_1 (21%), a21oi_1 (12%);
drt;remaining_drc_errors;0;
setup_path;path_class;reg2out;
cts;cts_setup_buffers;0;
drt;wl;6.633;mm
setup_path;cp.arrival;1160;ps
setup_path;slowest_stage;clkdlybuf4s50_1;
==> cell families after synthesis <==
group                  count (synthesis)
DFF                                   65
AOI/OAI and AO/OA                    129
buffers and inverters                 35
and+or+nand+nor                       65
==> state kept, by name (all words and copies together), names as in the netlist <==
name and count:
inst.o 32, inst_pc.o 32, inst_v.o 1
==> worst max-delay path by stage <==
stage | startpoint | to | slack, ps | cells after the start
CTS | inst.o[21] | inst_o[21] | 980 | 1
global route | inst.o[20] | inst_o[20] | 940 | 1
finish | inst.o[21] | inst_o[21] | 1000 | 1
==> area by class of cell <==
type	instances	share of cell area (%)
repair buffers	137	32.68
clock buffers	14	4.122
well taps	77	2.300
multi-input cells	194	29.00
clock inverters	2	0.8363
flip-flops and latches	65	31.06
==> power breakdown <==
| group | switching [mW] | internal (mW) |
|---|---|---|
| clock | 0.347 | 0.502 |
| sequential | 0.0192 | 1.00 |
| combinational | 0.102 | 0.204 |
| total | 0.468 | 1.71 |
==> metrics by stage <==
step           cell area, um2  instances  hold WS, ps  util (%)
3_3_place_gp             3981        473        458.0     61.64
6_report                 4189        489        473.2     64.86
2_1_floorplan            2716        294        435.7         -
4_1_cts                  4189        489        475.6     64.86
3_5_place_dp             3981        473        466.4     61.64
5_1_grt                  4189        489        496.4     64.86
==> metal layers <==
metal	track usage, %	vias to the layer above	part of all wire, %
met3	7.869	25	11
met2	28.09	90	43
met5	0	-	0
met4	1.387	0	1.1
met1	29.35	1114	45
li1	-	1295	-
==> Yosys cell counts <==
cell and instances:
a21oi_1 64, buf_1 1, buf_2 2, buf_6 8, clkbuf_1 19, clkbuf_2 5
dfxtp_1 65, nor2_1 1, o21ai_0 61, o21ai_1 3, o21ba_2 1, or3b_1 64
Power figures rest on the tool's default switching activity, not on a simulated workload.
