==> flow/design.v <==
package rvga_types;
typedef logic [127:0] rvga_cacheline;
typedef logic [31:0] rvga_word;
typedef logic [15:0] rvga_short;
typedef logic [7:0] rvga_byte;
typedef logic [4:0] rvga_reg;
typedef logic unsigned [6:0] rvga_funct7;
typedef logic unsigned [2:0] rvga_funct3;
typedef logic unsigned [3:0] rvga_wmask;
typedef logic unsigned [6:0] rvga_opcode;
typedef enum logic[6:0] {
    e_rvga_opcode_err     = 7'b0000000
    , e_rvga_opcode_lui   = 7'b0110111
    , e_rvga_opcode_auipc = 7'b0010111
    , e_rvga_opcode_jal   = 7'b1101111
    , e_rvga_opcode_jalr  = 7'b1100111
    , e_rvga_opcode_br    = 7'b1100011
    , e_rvga_opcode_ld    = 7'b0000011
    , e_rvga_opcode_st    = 7'b0100011
    , e_rvga_opcode_imm   = 7'b0010011
    , e_rvga_opcode_reg   = 7'b0110011
    , e_rvga_opcode_fence = 7'b0001111
    , e_rvga_opcode_misc  = 7'b1110011
} rvga_opcode_e;
typedef logic[2:0] rvga_inst_type;
typedef enum logic[2:0] {
    e_rvga_inst_type_e = 3'b000
    , e_rvga_inst_type_r = 3'b001
    , e_rvga_inst_type_i = 3'b010
    , e_rvga_inst_type_s = 3'b011
    , e_rvga_inst_type_b = 3'b100
    , e_rvga_inst_type_u = 3'b101
    , e_rvga_inst_type_j = 3'b110
} rvga_inst_type_e;
typedef logic[2:0] rvga_artop;
typedef enum logic[2:0] {
    e_rvga_artop_addsub  = 3'b000
    , e_rvga_artop_sll   = 3'b001 
    , e_rvga_artop_slt   = 3'b010
    , e_rvga_artop_sltu  = 3'b011
    , e_rvga_artop_xor   = 3'b100
    , e_rvga_artop_srx   = 3'b101
    , e_rvga_artop_or    = 3'b110
    , e_rvga_artop_and   = 3'b111
} rvga_artop_e;
typedef logic[2:0] rvga_brop;
typedef enum logic[2:0] {
    e_rvga_brop_beq    = 3'b000
    , e_rvga_brop_bne  = 3'b001
    , e_rvga_brop_blt  = 3'b100
    , e_rvga_brop_bge  = 3'b101
    , e_rvga_brop_bltu = 3'b110
    , e_rvga_brop_bgeu = 3'b111
} rvga_brop_e;
typedef logic[2:0] rvga_ldop;
typedef enum logic[2:0] {
    e_rvga_ldop_lb    = 3'b000
    , e_rvga_ldop_lh  = 3'b001
    , e_rvga_ldop_lw  = 3'b010
    , e_rvga_ldop_lbu = 3'b100
    , e_rvga_ldop_lhu = 3'b101
} rvga_ldop_e;
typedef logic[2:0] rvga_strop;
typedef enum logic[2:0] {
    e_rvga_strop_sb   = 3'b000
    , e_rvga_strop_sh = 3'b001
    , e_rvga_strop_sw = 3'b010
} rvga_strop_e;
typedef struct packed {
  rvga_word pc;
  rvga_opcode opcode;
  rvga_inst_type inst_type;
  rvga_reg rs1;
  rvga_reg rs2;
  rvga_reg rd;
  rvga_funct3 funct3;
  rvga_funct7 funct7;
  logic v;
  logic br_v;
  logic rd_w_v;
  logic imm_v;
  logic dmem_r_v;
  logic dmem_w_v;
  logic addpc_v;
  logic jmp_v;
  logic shift_v;
} rvga_cword;
typedef struct packed {
  rvga_word imm_data;
  rvga_word rs1_data;
  rvga_word rs2_data;
  rvga_word alu_result;
  rvga_word ld_result;
} rvga_dword;
endpackage
import rvga_types::*;
module array #(parameter width_p = 128 
               , parameter height_p = 8)
  ( input clk_i
    , input w_v_i
    , input logic[$clog2(height_p)-1:0] index_i
    , input [width_p-1:0] data_i
    , output logic [width_p-1:0] data_o
    );
logic [width_p-1:0] data [height_p-1:0];
always_ff @(posedge clk_i) begin
  if(w_v_i) begin
    data[index_i] <= data_i;
  end
end
always_comb begin
  data_o = data[index_i];
end
endmodule : array
==> flow/run.sh <==
#!/bin/bash
# OpenROAD 26Q1-2900-gdf79404cd8, Yosys 0.63+post, stock flow scripts
make -C /OpenROAD-flow-scripts/flow DESIGN_CONFIG=/design/flow/config.mk WORK_HOME=/design/flow/orfs finish
==> flow/config.mk <==
export PLATFORM = sky130hd
export DESIGN_NAME = array
export DESIGN_NICKNAME = array
export VERILOG_FILES = /design/flow/design.v
export SDC_FILE = /design/flow/constraint.sdc
export NUM_CORES = 4
export LEC_CHECK = 1
export CORE_UTILIZATION = 50
export SYNTH_HDL_FRONTEND = slang
==> flow/constraint.sdc <==
current_design array

set clk_period 14.5
set clk_io_pct 0.2

create_clock -name clk0 -period $clk_period [get_ports {clk_i}]

set non_clock_inputs [all_inputs -no_clocks]
set_input_delay [expr $clk_period * $clk_io_pct] -clock clk0 $non_clock_inputs
set_output_delay [expr $clk_period * $clk_io_pct] -clock clk0 [all_outputs]
==> run summary <==
Implementation run completed; key figures follow.

Cells and area:
- The run puts the layout overhead on the synthesized area at 18.3%.
- The layout has 5,256 filler cells.
- The run gives the area used by sequential logic in the layout as 0.0307 mm^2.
- The run gives the utilization after layout as 0.601.
- Per the final layout report, the fraction of cells sized above drive strength 1 comes to 0.283.
- The layout report lists the multi-input gate area as 0.00751 mm^2.
- In the final layout, the registers with the most flip-flops are data x1024.
- The register with the most flip-flops in the final layout is data.
- The run puts the number of flip-flops in the largest register at 1,024.

Setup path:
- The data arrival time reported for the critical path is 6.69 ns.
- The run gives the worst endpoint required time as 11.60 ns.
- STA classifies the critical path startpoint as a primary input.
- Among all stages on the critical path, the maximum delay recorded is 0.67 ns.
- The run gives the critical path depth in cells as 7.
- The largest individual stage delay along the critical path comes from the cell sky130_fd_sc_hd__buf_4.
- The run gives the type of destination of the critical path as a primary output.
- The run gives the start-to-end type of the worst setup path as primary input to primary output.
- Among the stages of the critical path, the cell type that occurs most often is sky130_fd_sc_hd__buf_4.
- The run gives the number of buffer and inverter instances along the worst setup path as 5.
- The run gives the largest fanout on the critical path as 67.
- The cell sequence reported for the critical path is buf_8, buf_4, buf_4, buf_4, mux4_2, mux2_2, clkdlybuf4s50_1.
- Per STA, the worst path accumulates the most delay in the family buffers and inverters.

Clocking:
- In this run, CTS created clock tree buffers numbering 103.
- The run puts the total number of clock tree sinks at 1,024.
- The run puts the number of H-tree levels at 3.
- The run puts the post-CTS setup repair buffer count at 0.
- Gates resized during post-CTS repair numbered 0.
- The tree is rooted in a sky130_fd_sc_hd__clkbuf_16.
- The run puts the clock slew at the register clock pins of the worst setup and hold paths at 0.06 ns.
- The run puts the number of buffers on the longest clock path at 3.
- The run gives the count of hold buffers inserted by post-cts repair as 0.
- TritonCTS built the clock tree.

Detailed routing:
- The DRC violation total left in the routed layout is recorded as 0.
- The run gives the remaining antenna violation count after routing as 0.
- The run gives the length of the first detailed-routing pass in iterations as 5.
- The run puts the DRC violation total after the first TritonRoute iteration at 979.
- The run gives the ratio of routed vias to standard cells as 5.71.
- The run puts the total wire length after detailed routing at 79.9 mm.
- Detailed routing inserted a total of 17,800 vias.
- Per the detail_route report, routed wire per instance is 25.6 um.

Die:
- The die is 280 um tall.
- The run puts the effective utilization at floorplan at 0.508.
- Row generation in the floorplan step produced 101 rows.
- The core region is 0.0762 mm^2.
- The run puts the width of the chip at 280 um.
- The run gives the total die area as 0.0785 mm^2.
- The run puts the number of primary I/O pins at 261.

Pwr:
- The run gives the static leakage power as 14.4 nW.
- Internal power comes to 0.00503 W.
- The share of total power dissipated in the clock network is 0.399.
- The run puts the power per cell area at 137 mW/mm^2.
- The run gives the switching share of total power as 0.199.
- The run gives the sequential power share as 0.537.
- The run puts the part of the total power dissipated in combinational logic at 0.063.
- The run puts the maximum resistive drop on vdd at 99.2 uV.
- The run puts the net switching power of the design at 0.00125 W.

Global route:
- The run gives the global-route wire length before repair as 120 mm.
- The run gives the global routing usage summed across all routing layers as 0.236.
- The initial antenna violation count is 20.
- The run puts the largest net degree at the start of global routing at 74.
- The run puts the number of global-route vias before repair at 19,800.
- The run puts the total congestion overflow at 0.

Logic synthesis:
- Sorting the Yosys area breakdown by cell type puts at the top sky130_fd_sc_hd__edfxtp_1.
- The run puts the number of flops mapped to enable cells by yosys at 1,024.
- Counting flops with an async set or reset pin after synthesis yields a share of 0.
- After synthesis the cells add up to 0.0387 mm^2.
- The run gives the unique cell type count in the Yosys netlist as 19.
- Ranked by total cell area, the synthesized netlist is headed by sky130_fd_sc_hd__edfxtp_1 (79%), sky130_fd_sc_hd__mux4_2 (10%), sky130_fd_sc_hd__mux2_2 (6.0%), sky130_fd_sc_hd__a22oi_1 (1.5%), sky130_fd_sc_hd__o211ai_1 (0.76%).
- The run gives the synthesis-stage register bit count as 1,024.
- The run puts the share of Yosys cell area claimed by the top area cell type at 0.795.
- Sorting the synthesis cell report by count puts at the top sky130_fd_sc_hd__edfxtp_1.
- The run puts the post-synthesis cell count at 1,678.
- Per the Yosys statistics, synthesis produced 1,678 cells.
- The run puts the register area share after synthesis at 0.795.
- The run puts the area of the synthesized netlist per yosys stat at 0.0387 mm^2.
- The run gives the per-instance average area after synthesis as 23.1 um^2.
- After synthesis, the most frequently instantiated cells are sky130_fd_sc_hd__edfxtp_1 (1,024), sky130_fd_sc_hd__mux2_2 (207), sky130_fd_sc_hd__mux4_2 (176).
- In the synthesized netlist the dominant register cell turns out to be sky130_fd_sc_hd__edfxtp_1.
- The run puts the number of synthesis warnings at 0.

Final timing:
- The run puts the upper clock frequency limit at 0.104 GHz.
- The run gives the transition time at the pin with the least slew margin as 0.811 ns.
- The run gives the count of final max-slew check failures as 0.
- The max-slew check reports its worst relative slack as 0.458.
- The run puts the final critical path time including I/O delays and setup at 9.59 ns.
- Setup repair after global routing left no endpoint under its margin.
- From the final report, the count of setup violators was given as 0.
- The run puts the number of hold violations in the final report at 0.
- Setup slack closes at 4.91 ns.
- The run puts the share of the clock period used by the worst path after layout at 0.661.
- Adding up every negative setup slack in the final design gives 0 ns.

Worst hold path:
- The run gives the worst hold path depth as 1.
- The run gives the path type of the worst min-delay path as primary input to flop.

Placed design:
- The run gives the pre-CTS setup slack as 4.76 ns.
- The run gives the sum of net half-perimeters after detailed placement as 42.1 mm.
- The run puts the number of port buffers at 260.
- After its last routability iteration, the placer logged a weighted congestion of 0.795.

Outcome:
- The flow ran to the end, and the final reports show no timing, DRC or antenna violations.

Job:
- The run puts the reported max-cap violation count at 0.
- The run puts the number of warnings in the stage logs at 26.
stage by stage:
stage / hold slack, ns / total power [W] / area (um^2) / instances
2_1_floorplan: 3.00 / 0.00364 / 38700 / 1678
3_3_place_gp: 3.62 / 0.00384 / 42600 / 2927
3_5_place_dp: 3.63 / 0.00385 / 42600 / 2927
4_1_cts: 2.94 / 0.00635 / 45800 / 3114
5_1_grt: 2.97 / 0.00650 / 45800 / 3114
6_report: 2.98 / 0.00628 / 45800 / 3118
cell families after synthesis:
| kind of cell | Yosys count | share of synthesized area |
|---|---|---|
| AOI/OAI and AO/OA | 121 | 0.0235 |
| buffers and inverters | 93 | 0.0134 |
| DFF | 1024 | 0.795 |
| muxes | 383 | 0.163 |
| and+or+nand+nor | 57 | 0.00595 |
per-layer routing:
layer / share of wire / GRT usage / wire (um)
met2: 0.49 / 0.342 / 39100
met3: 0.14 / 0.150 / 11300
met4: 0.017 / 0.0350 / 1380
met5: 0.0023 / 0.00125 / 185
met1: 0.35 / 0.345 / 28000
final timing paths:
check | startpoint | endpoint | slack [ns]
max | index_i[0] | data_o[104] | 4.91
min | data_i[56] | data[4][56]$_DFFE_PP_ | 2.98
layout make-up:
cell class | instances | area share
sequential | 1024 | 0.672
clock inverter | 62 | 0.0104
multi-input combinational | 561 | 0.164
antenna | 4 | 0.000219
tap | 1030 | 0.0281
clock buffer | 125 | 0.0600
inverter | 2 | 0.000164
timing repair buffer | 310 | 0.0655
cells in the final DEF (no fill, tap or decap), types with 26 or more instances in the layout:
cell type                         instances
sky130_fd_sc_hd__clkbuf_16              107
sky130_fd_sc_hd__mux2_2                 207
sky130_fd_sc_hd__o211ai_1                39
sky130_fd_sc_hd__buf_4                   49
sky130_fd_sc_hd__clkinv_1                26
sky130_fd_sc_hd__edfxtp_1              1024
sky130_fd_sc_hd__a22oi_1                 79
sky130_fd_sc_hd__nand2_1                 43
sky130_fd_sc_hd__mux4_2                 176
sky130_fd_sc_hd__clkdlybuf4s50_1        257
power by group through the flow:
stage	logic [W]	registers, W	clock network (W)
global route	0.000433	0.00338	0.00268
finish	0.000399	0.00338	0.00251
CTS	0.000408	0.00338	0.00257
No activity file was given, so power comes from the tool's default toggle rates.
